**flow/run.sh**
```bash
#!/bin/bash
# OpenROAD 26Q1-2900-gdf79404cd8, Yosys 0.63+post, stock flow scripts
make -C /OpenROAD-flow-scripts/flow DESIGN_CONFIG=/design/flow/config.mk WORK_HOME=/design/flow/orfs finish
```
**flow/constraint.sdc**
```tcl
current_design spi_top

set clk_period 5.0
set clk_io_pct 0.2

create_clock -name clk0 -period $clk_period [get_ports {clk_i}]

set non_clock_inputs [all_inputs -no_clocks]
set_input_delay [expr $clk_period * $clk_io_pct] -clock clk0 $non_clock_inputs
set_output_delay [expr $clk_period * $clk_io_pct] -clock clk0 [all_outputs]
```
**flow/config.mk**
```make
export PLATFORM = sky130hd
export DESIGN_NAME = spi_top
export DESIGN_NICKNAME = spi_top
export VERILOG_FILES = /design/flow/design.v
export SDC_FILE = /design/flow/constraint.sdc
export NUM_CORES = 4
export LEC_CHECK = 1
export CORE_UTILIZATION = 40
```
**flow/design.v**
```verilog
module spi_fifo #(
    parameter DATAWIDTH = 8
)  (
    input                             clk       ,
    input                             rstn      ,
    input                             clr       ,
    input        [DATAWIDTH-1 : 0]    din       ,
    input                             wr_en     ,
    input                             re_en     ,
    output       [DATAWIDTH-1 : 0]    dout      ,
    output  reg                       full      ,
    output  reg                       empty
);
reg       [DATAWIDTH-1 : 0]   mem [0:3]    ;         
reg       [2:0]               wr_ptr       ;         
reg       [2:0]               re_ptr       ;         
integer   i ;
always @(posedge clk or negedge rstn) begin
    if (!rstn) begin
        wr_ptr = 3'd0;
        re_ptr = 3'd0;
    end
    else begin
        if (clr) begin
            wr_ptr = 3'd0;
            re_ptr = 3'd0;
        end
        else begin
            if (wr_en || re_en) begin
                wr_ptr = wr_ptr + wr_en;
                re_ptr = re_ptr + re_en;
            end
        end
    end
end
always @(negedge clk or negedge rstn) begin
    if (!rstn) begin
        for(i=0; i<4; i=i+1)
            mem[i] = 8'd0;
    end
    else begin
        if (wr_en) begin 
            mem[wr_ptr[1:0]] = din;
        end
    end
end
assign dout = mem[re_ptr[1:0]] ;
always @(*) begin
  if (! rstn) begin
      full  = 1'b0;
      empty = 1'b1;
  end
  else begin
      if (clr) begin
          full  = 1'b0;
          empty = 1'b1;
      end
      else begin
          if ((wr_ptr[2] != re_ptr[2]) && wr_ptr[1:0] == re_ptr[1:0]) begin
              full  = 1'b1;
          end
          else if (wr_ptr == re_ptr) begin
              empty = 1'b1;
          end
          else begin
              full  = 1'b0;
              empty = 1'b0;
          end
      end
  end
end
endmodule
module spi_top(
    input            clk_i,          
    input            rstn_i,         
    input            stb_i,          
    input      [1:0] addr_i,         
    input            we_i,           
    input      [7:0] data_i,         
    output reg [7:0] data_o,         
    output reg       ack_o,          
    output reg       int_o,          
    input            miso_i,         
    output reg       sck_o,          
    output           mosi_o,         
    output reg       ssn_o           
);
    reg  [7:0] spi_con;      
    reg  [7:0] spi_ext;      
    wire [7:0] spi_sta;      
    reg  [7:0] data_buf;     
    wire [7:0] wfifo_dout           ;
    reg        wfifo_ren            ;
    wire       wfifo_wen            ;
    wire       wfifo_ful, wfifo_emp ;
    wire [7:0] rfifo_dout           ;
    reg        rfifo_wen            ;
    wire       rfifo_ren            ;
    wire       rfifo_ful, rfifo_emp ;
    wire       wb_acc;
    wire       wb_wr;
    wire       wr_spi_sta;
    wire       wr_spi_ext;
    wire       wfifo_ov;
    reg        rstn_sync;
    reg        rstn_temp;
    reg  [2:0] bit_cnt;
    reg  [2:0] state;
always @(posedge clk_i or negedge rstn_i) begin
    if (!rstn_i) begin
        rstn_sync <= 1'b0;
        rstn_temp <= 1'b0;
    end
    else begin
        rstn_temp <= 1'b1;
        rstn_sync <= rstn_temp;
    end
end
assign wb_acc = stb_i;
assign wb_wr  = wb_acc & we_i;
always @(posedge clk_i or negedge rstn_sync) begin
    if (!rstn_sync) begin
        spi_con <= 8'b00100000;   
    end
    else if (wb_wr && addr_i == 2'b00) begin
        spi_con <= data_i | 8'b00100000;  
    end
end
  wire         spi_en     = spi_con[7]  ;         
  wire         spi_int_en = spi_con[6]  ;         
  wire         mode_sel   = spi_con[5]  ;         
  wire         cpol       = spi_con[4]  ;         
  wire         cpha       = spi_con[3]  ;         
  wire  [2:0]  sck_sel    = spi_con[2:0];         
assign wr_spi_ext = wb_wr & (addr_i == 2'b11);
always @(posedge clk_i or negedge rstn_sync) begin
  	if (!rstn_sync) begin
        spi_ext <= 8'b01001111;
    end
    else if (wb_wr && addr_i == 2'b11) begin
        spi_ext <= data_i;
    end
end
  wire  [1:0]  intcnt_sel = spi_ext[7:6];         
  wire  [2:0]  sck_mode   = spi_ext[5:3];         
  wire  [2:0]  slave_sel  = spi_ext[2:0];         
  reg [1:0] trans_cnt;            
  always @(posedge clk_i or negedge rstn_sync) begin
    	if (!rstn_sync) begin
    	  	trans_cnt <= 2'd0;
    	end
    	else begin
    	    if (wr_spi_ext) begin
    	      	trans_cnt <= intcnt_sel;
    	    end
    	    else if (rfifo_wen) begin
    	      	if (|trans_cnt) begin
    	      	  	trans_cnt <= trans_cnt - 1'b1;
    	      	end
    	      	else begin
    	      	  	trans_cnt <= intcnt_sel;
    	      	end
    	    end
    	end
  end
assign wr_spi_sta = wb_wr & (addr_i == 2'b01);
  reg  spi_int_f;                          
  wire int_rq = !trans_cnt & rfifo_wen;
  always @(posedge clk_i or negedge rstn_sync) begin
    	if(!rstn_sync) begin
    	    spi_int_f <= 1'b0;
    	end
    	else if(wr_spi_sta & data_i[7]) begin
    	    spi_int_f <= 1'b0;
    	end
    	else begin
    	    spi_int_f <= spi_int_f | int_rq;
    	end
  end
  reg wr_col;                             
  always @(posedge clk_i or negedge rstn_sync) begin
    	if(!rstn_sync) begin
    	    wr_col <= 1'b0;
    	end
    	else if(wr_spi_sta & data_i[6]) begin
    	    wr_col <= 1'b0;
    	end
    	else begin
    	    wr_col <= wr_col | wfifo_ov;
    	end
  end
    assign  spi_sta[7]   = spi_int_f ;       
    assign  spi_sta[6]   = wr_col    ;       
    assign  spi_sta[5:4] = 2'b00     ;       
    assign  spi_sta[3]   = wfifo_ful ;       
    assign  spi_sta[2]   = wfifo_emp ;       
    assign  spi_sta[1]   = rfifo_ful ;       
    assign  spi_sta[0]   = rfifo_emp ;       
always @(posedge clk_i or negedge rstn_sync) begin
  	if (!rstn_sync) begin
  	  	data_o <= 8'h00;
  	end
  	else begin
  	  	case (addr_i)  
  	  	    2'b00 : data_o <= spi_con;
  	  	    2'b01 : data_o <= spi_sta;
  	  	    2'b10 : data_o <= rfifo_dout; 
  	  	    2'b11 : data_o <= spi_ext;
  	  	endcase
  	end
end
always @(posedge clk_i or negedge rstn_sync) begin
  	if (!rstn_sync) begin
  	  	ack_o <= 1'b0;
		end
  	else begin
    		ack_o <= wb_acc & !ack_o;
		end
end
assign wfifo_wen = wb_acc    && (addr_i == 2'b10) && ack_o &&  we_i ;
assign wfifo_ov  = wfifo_wen && wfifo_ful;
assign rfifo_ren = wb_acc    && (addr_i == 2'b10) && ack_o && !we_i ;
reg  [12:0] clk_cnt ;
wire        trans_en;
always @(posedge clk_i or negedge rstn_sync) begin
    if (!rstn_sync) begin
        clk_cnt <= 13'd0;
    end
    else begin
        if (spi_en && (clk_cnt!='h0) && (state!=0)) begin   
            clk_cnt <= clk_cnt - 1'b1;
        end
        else begin
            case (sck_mode)
              3'b001 : begin
                  case (sck_sel)
                    3'b000: clk_cnt <= 13'h0    ;   
                    3'b001: clk_cnt <= 13'h1    ;   
                    3'b010: clk_cnt <= 13'h7    ;   
                    3'b011: clk_cnt <= 13'h1f   ;   
                    3'b100: clk_cnt <= 13'h7f   ;   
                    3'b101: clk_cnt <= 13'h1ff  ;   
                    3'b110: clk_cnt <= 13'h7ff  ;   
                    3'b111: clk_cnt <= 13'h1fff ;   
                  endcase
              end
              3'b010 : begin
                  case (sck_sel)
                    3'b000: clk_cnt <= 13'd4    ;   
                    3'b001: clk_cnt <= 13'd9    ;   
                    3'b010: clk_cnt <= 13'd19   ;   
                    3'b011: clk_cnt <= 13'd79   ;   
                    3'b100: clk_cnt <= 13'd159  ;   
                    3'b101: clk_cnt <= 13'd319  ;   
                    3'b110: clk_cnt <= 13'd1279 ;   
                    3'b111: clk_cnt <= 13'd2559 ;   
                  endcase  
              end
              3'b100 : begin
                  case (sck_sel)
                    3'b000: clk_cnt <= 13'd4    ;   
                    3'b001: clk_cnt <= 13'd24   ;   
                    3'b010: clk_cnt <= 13'd49   ;   
                    3'b011: clk_cnt <= 13'd99   ;   
                    3'b100: clk_cnt <= 13'd249  ;   
                    3'b101: clk_cnt <= 13'd499  ;   
                    3'b110: clk_cnt <= 13'd2499 ;   
                    3'b111: clk_cnt <= 13'd4999 ;   
                  endcase 
              end
              default : begin
                  case (sck_sel)
                    3'b000: clk_cnt <= 13'h0    ;   
                    3'b001: clk_cnt <= 13'h1    ;   
                    3'b010: clk_cnt <= 13'h7    ;   
                    3'b011: clk_cnt <= 13'h1f   ;   
                    3'b100: clk_cnt <= 13'h7f   ;   
                    3'b101: clk_cnt <= 13'h1ff  ;   
                    3'b110: clk_cnt <= 13'h7ff  ;   
                    3'b111: clk_cnt <= 13'h1fff ;   
                  endcase
              end
            endcase
        end
    end
end
assign trans_en = ! clk_cnt;
always @(posedge clk_i or negedge rstn_sync) begin
    if (!rstn_sync) begin
        int_o <= 1'b0;
    end
    else begin
        int_o <= spi_int_en & spi_int_f;
    end
end
parameter IDLE              = 3'b000;
parameter Start_Transfer    = 3'b001;
parameter clock_phase2      = 3'b011;
parameter clock_phase1      = 3'b010;
parameter Continue_Transfer = 3'b110;
always @(posedge clk_i or negedge rstn_sync) begin 
    if (~rstn_sync) begin
        state      <= IDLE;            
        data_buf   <= 8'h00;           
        sck_o      <= 1'b0;            
        bit_cnt    <= 3'd0;            
        wfifo_ren  <= 1'b0;            
        rfifo_wen  <= 1'b0;            
    end
    else begin                        
        wfifo_ren  <=  1'b0;          
        rfifo_wen  <=  1'b0;          
        case (state) //synopsys full_case parallel_case
            IDLE: begin                       
                bit_cnt   <= 3'd7;              
                data_buf  <= wfifo_dout;       
                sck_o     <= cpol;             
                if (wfifo_emp) begin           
                  ssn_o <= 1'b1;              
                end 
                else begin                     
                  ssn_o <= 1'b0;
                  state <= Start_Transfer;     
                end
            end  
            Start_Transfer: begin                 
                if (trans_en) begin                 
                    wfifo_ren <= 1'b1;              
                    state <= clock_phase2;           
                    if (cpha) begin
                        sck_o <= ~sck_o;       
                    end
                end
            end
            clock_phase2: begin                          
                if (trans_en) begin                      
                    sck_o   <= ~sck_o;                   
                    state   <= clock_phase1;             
                end
            end
            clock_phase1: begin                          
                if (trans_en) begin                      
                    data_buf <= {data_buf[6:0], miso_i}; 
                    bit_cnt  <= bit_cnt - 3'h1;           
                    if (!bit_cnt) begin   
                        rfifo_wen  <= 1'b1;               
                        state      <= Continue_Transfer;
                    end 
                    else begin                           
                        sck_o <= ~sck_o;                  
                        state <= clock_phase2;           
                    end
                end  
            end
            Continue_Transfer: begin
                if (wfifo_emp) begin                
                    state <= IDLE;                 
                    sck_o <= cpol;                 
                end 
                else begin                        
                    bit_cnt <= 3'h7;               
                    data_buf <= wfifo_dout;        
                    wfifo_ren  <= 1'b1;            
                    sck_o    <= ~sck_o;            
                    state    <= clock_phase2;     
                end
            end
        endcase
  end  
end  
assign mosi_o = data_buf[7];                        
spi_fifo #(8)
read_fifo(
    .clk    ( clk_i      )    ,
    .rstn   ( rstn_sync  )    ,
    .clr    (!spi_en     )    ,
    .din    ( data_buf   )    ,
    .wr_en  ( rfifo_wen  )    ,
    .re_en  ( rfifo_ren  )    ,
    .dout   ( rfifo_dout )    ,
    .full   ( rfifo_ful  )    ,
    .empty  ( rfifo_emp  )
);
spi_fifo #(8)
write_fifo(
    .clk    ( clk_i      )    ,
    .rstn   ( rstn_sync  )    ,
    .clr    (!spi_en     )    ,
    .din    ( data_i     )    ,
    .wr_en  ( wfifo_wen  )    ,
    .re_en  ( wfifo_ren  )    ,
    .dout   ( wfifo_dout )    ,
    .full   ( wfifo_ful  )    ,
    .empty  ( wfifo_emp  )
);
endmodule
```
==> impl_metrics.toml <==
# implementation run metrics
[timing]
timing.hold.ws_ns = 0.3525
rsz0062_at_grt = "false"
unclocked_regs = 4
worst-slew-pin-transition_ns = 0.8982
hold_violations = 0
report.final.slew_viol_count = 0
relSlewSlack = 0.3999
untimed_endpoints = 5
setup_viol = 0
finalSetupTns_ns = 0
worst_clock_skew_ns = 0.03079

[detailed_routing]
wl_per_cell_um = 18.43
dr.pass1.iters = 4
num_vias = 4715
drtAntennaViolNets = 0
wirelength_mm = 15.59
dr_wl_met3_um = 965
n_antenna_cell = 0
dr_wl_met2_mm = 6.562
drc = 0
maxUsedRoutingLayer = "met4"
drtIter0Drc = 262
wl_met1_mm = 7.671
viasPerCell = 5.573

[yosys]
ys_async_sr_fraction = 0.9648
flop_cell = "dfrtp_1"
synth.avg_cell_area_um2 = 12.31
syn-cell-area_mm2 = 0.007091
ys_area_mm2 = 0.007091
synth_warnings = 5
netlist.area_leader.share = 0.2400
ys_seq_elements = 142
edf_count = 1
yosys_cells = 576
synth.distinct_cells = 70
postSynthCellCount = 576
synthTopCellsByArea = "dfrtp_1, dfrtn_1, mux2_2"
synth.largest_area_cell = "dfrtp_1"

[flow_run]
tool_warnings = 34
drv_cap = 0

[clock_tree]
cts_tree = "built"
cts_setup_buffers = 0
clkTransAtPathRegs_ns = 0.06
root_buffer = "clkbuf_16"
htree_levels = 4
cts-buffers-inserted = 17
cts_resized = 0
holdBufCountCts = 0
cts_buffer_depth = 2
clk_latency_ns = 0.42

[setup_path]
startpoint_type = "input port"
r2r-start = "ack_o"
worstSetupEndpointType = "register"
startpoint = "addr_i[0]"
crit_arrival_ns = 2.62
cp.required_ns = 2.74
cp_max_fo = 8
crit_type = "input port to register"

[hold_path]
hold_path_class = "register to register"
hp-start = "rstn_temp"

[global_routing]
grtUsageTotal = 0.1946
grt_max_degree = 50
antenna_found_initial = 0
grt.overflow.total = 0
grt_pass1_wl_mm = 26.08
grt_pass1_vias = 4722

[die]
chip_area_mm2 = 0.01826
die_y_um = 135.1
fp_util = 0.4099
die_w_um = 135.1
rows = 48
ios = 28
core_area_mm2 = 0.01730

[placement]
port_buffers = 27
hpwl_mm = 11.11
place_area_mm2 = 0.007651
gp_congestion = 0.8771

[final_layout]
final_util = 0.4766
syn_to_final_growth_pct = 16.27
drive_gt1_frac = 0.2786
stdcell_area_mm2 = 0.008244

[outcome]
run_status = "completed"

[pwr]
cellLeakagePower_nw = 3.648
powerDensity_mw_per_mm2 = 373.7
ir_drop_v = 0.0002378
## final timing paths
kind	endpoint	slack (ns)	cells after the start
max in group asynchronous	write_fifo.mem[0][2]	1.46	1
setup reg to reg	write_fifo.mem[1][5]	0.82	4
setup / recovery	write_fifo.mem[1][5]	0.11	5
hold / removal	rstn_sync	0.35	0
min in group asynchronous	data_buf[7]	0.36	0
hold reg to reg	rstn_sync	0.35	0
## routing by layer
metal	vias to the layer above	GRT usage
met2	119	0.2664
li1	2204	-
met3	24	0.06071
met1	2368	0.3185
met5	-	0
met4	0	0.03995
## cell usage in the layout (no fill, tap or decap), drive strengths merged, types with 4 or more instances in the layout
cell,count
a21oi,27
a2bb2oi,8
a31oi,5
buf,15
clkbuf,24
clkdlybuf4s50,27
clkinv,4
dfrtn,64
dfrtp,68
dfstp,5
dlxtn,4
ha,21
inv,24
mux2,79
mux2i,5
mux4,22
nand2,30
nand2b,8
nand3,18
nand3b,4
nand4,6
nor2,19
nor2b,9
nor3,7
nor3b,6
nor4,5
o211ai,5
o21ai,26
o22ai,12
or3,4
or3b,4
xnor2,9
xor2,8
## cell type report
| type | count | area (µm²) |
|---|---|---|
| multi-input combinational | 384 | 3367 |
| sequential | 142 | 3528 |
| clock buffer | 24 | 513.0 |
| timing repair buffer | 42 | 395.4 |
| tap | 225 | 281.5 |
| fill | 1483 | 9052 |
| inverter | 21 | 78.83 |
| clock inverter | 8 | 80.08 |
## metrics by stage
stage          power, mW  cells  worst slack [ns]
2_1_floorplan      1.682    576            0.2946
3_3_place_gp       1.848    814           -0.1974
3_5_place_dp       1.859    814           -0.2484
4_1_cts            3.107    846            0.1470
5_1_grt            3.231    846           0.02898
6_report           3.081    846            0.1148
## synthesized netlist by cell type, types with 6 or more instances
library cell and instances:
mux2_2 79, dfrtp_1 68, dfrtn_1 64, nand2_1 30
a21oi_1 26, o21ai_0 26, mux4_2 22, ha_1 21
inv_1 20, clkbuf_1 18, nor2_1 18, nand3_1 17
o22ai_1 12, nor2b_1 9, xnor2_1 9, a2bb2oi_1 8
buf_2 8, nand2b_1 8, xor2_1 8, nor3_1 6
## sequential cells by signal (all words and copies together), names as in the netlist, 7 cells and up
register        cells
read_fifo.mem      32
write_fifo.mem     32
clk_cnt            13
data_buf            8
data_o              8
spi_ext             8
spi_con             7
## where the power goes
group	total (mW)	internal (mW)	switching, mW
combinational	0.439	0.234	0.205
clock	1.24	0.770	0.470
sequential	1.40	1.24	0.165
## critical path, cell delays in order
cell and delay [ns]:
clkdlybuf4s50_1 0.42, nand4b_2 0.36, nor2_4 0.25, nand3b_2 0.24, mux2_2 0.34
## cells by family (layout without fill, tap and decap cells)
kind of cell | count (synthesis) | after routing | share of synthesized area
multiplexers | 106 | 106 | 0.2024
adder cells (fa/ha/maj) | 21 | 21 | 0.03706
AND/OR/NAND/NOR | 128 | 128 | 0.1108
AND-OR/OR-AND | 111 | 111 | 0.1022
latches | 4 | 4 | 0.008470
other | 1 | 1 | 0.0005289
XOR/XNOR | 17 | 17 | 0.02100
buffers and inverters | 50 | 95 | 0.02894
flip-flops | 138 | 138 | 0.4886
Power figures rest on the tool's default switching activity, not on a simulated workload.
